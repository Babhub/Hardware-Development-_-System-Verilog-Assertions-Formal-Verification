$ cat ./design.v
module queue (clk, rstn, enq, deq, din, dout, full, empty);
   parameter
	    DWIDTH = 32,
	    POINTER_WIDTH = 3,
	    Q_DEPTH = 8;
   localparam
            EMPTY = 2'b00,
            NOT_EMPTY = 2'b01,
            FULL = 2'b10;
   input    clk;
   input    rstn;
   input [DWIDTH-1:0] din;
   input 	      enq;
   input 	      deq;
   output [DWIDTH-1:0] dout;
   output 	       full;
   output 	       empty;
   reg [DWIDTH-1:0]    dout;
   reg	       full;
   reg		       empty;
   reg [DWIDTH-1:0]    queue [0:(Q_DEPTH-1)];
   reg [POINTER_WIDTH-1:0] head;
   reg [POINTER_WIDTH-1:0] tail;
   reg [1:0] 		   state;
   reg [1:0] 		   next_state;
   wire [POINTER_WIDTH-1:0] no_of_entry;
   assign no_of_entry = tail - head ;
   always @(posedge clk or negedge rstn)
     begin
	if(!rstn)
	  state <= EMPTY;
	else
	  state <= next_state;
     end
   always @*
     begin
	case (state)
	  EMPTY:
	    begin
	       empty = 1'b1;
	       full = 1'b0;
	       if(!enq)
		 next_state = EMPTY;
	       else
		 next_state = NOT_EMPTY;
	    end
	  NOT_EMPTY:
	    begin
	       empty = 1'b0;
	       full = 1'b0;
	       if (deq && ~enq && (tail == (head + 1'b1)))
		 next_state = EMPTY;
	       else if (enq && ~deq && ((tail + 1'b1) == head))
		 next_state = FULL;
	       else if (enq && deq)
		 next_state = NOT_EMPTY;
	       else
		 next_state = NOT_EMPTY;
	    end
	  FULL:
	    begin
	       empty = 1'b0;
	       full = 1'b1;
	       if(!deq)
		 next_state = FULL;
	       else
		 next_state = NOT_EMPTY;
	    end
	  default:
	    next_state = EMPTY;
	endcase
     end
   always @(posedge clk) 
     begin
         if(enq && !full) begin
		  queue[tail] <= din;
		  tail <= tail + 1'b1;
	 end
	 if(deq && !empty) begin
		  dout <= queue[head];
		  head <= head + 1'b1;
	 end
     end 
endmodule
$ cat ./run.sh
#!/bin/bash
# OpenROAD 26Q1-2900-gdf79404cd8, Yosys 0.63+post, stock flow scripts
make -C /OpenROAD-flow-scripts/flow DESIGN_CONFIG=/design/flow/config.mk WORK_HOME=/design/flow/orfs finish
$ cat ./config.mk
export PLATFORM = sky130hd
export DESIGN_NAME = queue
export DESIGN_NICKNAME = queue
export VERILOG_FILES = /design/flow/design.v
export SDC_FILE = /design/flow/constraint.sdc
export NUM_CORES = 4
export LEC_CHECK = 1
export CORE_UTILIZATION = 30
$ cat ./constraint.sdc
current_design queue

set clk_period 7.1
set clk_io_pct 0.2

create_clock -name clk0 -period $clk_period [get_ports {clk}]

set non_clock_inputs [all_inputs -no_clocks]
set_input_delay [expr $clk_period * $clk_io_pct] -clock clk0 $non_clock_inputs
set_output_delay [expr $clk_period * $clk_io_pct] -clock clk0 [all_outputs]
==> qor.yml <==
maxSlewHeadroom: 0.3432
gp_congestion: 0.7364
tightest_slew_ps: 985.2
power_density_mw_per_mm2: 306.8
pwr-share-clk: 0.383
initial_core_util: 0.3046
cp.arrival_ps: 3290
grt_max_degree: 49
final_area_mm2: 0.01347
slowest_stage: "clkdlybuf4s50_1"
status: "completed"
io_pins: 70
drc: 0
cpPeakStageDelay_ps: 550
grt_pass1_vias: 5809
hold_viol_final: 0
unclocked_pins: 2
synth.avg_cell_area_um2: 24.62
synthCells: 453
cts_resized: 0
switching_share: 0.2080
cts-root-buf: "clkbuf_16"
wirelength_um: 20460
tns_ps: 0
post_cts_buffers: 0
maxCapViolCount: 0
setup-violations-final: 0
ir_drop_v: 0.0002067
yosys_cells: 453
synth_cell_types: 26
combPwrFrac: 0.104
critPathLaunchType: "input pin"
fp.dieArea_mm2: 0.03794
fp.dieH_um: 194.8
netlist_area_mm2: 0.01115
hold_buffers: 0
diodes: 0
crit_fanout: 32
cts.clk_slew.worst_paths_ps: 60
drt_first_pass_iters: 4
num_vias: 4856
portBuffers: 69
layout-drive-gt1-share: 0.2802
routedWlPerCell_um: 19.69
cts_buffer_depth: 3
grt-ovfl-total: 0
end_kind: "flop"
period_needed_ps: 3121
grt_util_all_layers: 0.1205
rsz0062_at_grt: "no"
rows: 70
p_seq_frac: 0.513
p_sw_w: 0.0008602
finClkSkew_ps: 6.549
path_buffers: 2
antenna_found_initial: 2
period_used_share: 0.4395
yosys-stat-area_mm2: 0.01115
ys.flops: 299
untimed_endpoints: 4
final_cell_mix: "294 x edfxtp_1, 69 x clkdlybuf4s50_1, 60 x mux4_2"
slew_violations: 0
fmax_mhz: 320.5
ys_warn_count: 1
crit_chain: "clkdlybuf4s50_1 > nor2b_1 > nand2_1 > nor3_2 > buf_4"
drt-vias-per-instance: 4.674
fin_util: 0.3680
final_common_cell: "edfxtp_1"
cts_tree: "built"
cp_data_required_time_ps: 7270
grt_pass1_wl_um: 32450
p_leak_nw: 4.249
internal-power_w: 0.003274
insertion_delay_ps: 530
warnings: 25
cts_made_buffers: 30
core_mm2: 0.03661
die_w_um: 194.8
critPathKind: "input pin to flop"
holdCritPathClass: "flop to flop"
ant_nets: 0
htree_levels: 1
critPathTopFamily: "buffers and inverters"
drt_iter0_drc: 253
fillCellCount: 3240
dpl_cell_area_mm2: 0.01246
area_growth_pct: 20.84
dp_hpwl_um: 11730
## layout make-up
cell class,count,area [µm²],share of cell area
timing repair buffer,83,795.8,0.05906
inverter,5,18.77,0.001393
clock inverter,18,219.0,0.01625
tap,468,585.6,0.04346
multi-input combinational,130,2126,0.1578
sequential,299,8935,0.6631
clock buffer,36,794.5,0.05897
## per-stage QoR
step | total power [W] | worst slack (ps) | hold WS [ps] | instances
detailed placement | 0.002596 | 3404 | 490.0 | 985
CTS | 0.004194 | 3971 | 500.0 | 1039
global route | 0.004303 | 3818 | 509.6 | 1039
finish | 0.004135 | 3979 | 498.2 | 1039
global placement | 0.002583 | 3449 | 471.6 | 985
floorplan | 0.002403 | 2571 | 463.0 | 453
## kinds of logic (layout without fill, tap and decap cells)
| group | Yosys count | in the layout | share of synthesized area |
|---|---|---|---|
| AOI/OAI and AO/OA | 4 | 4 | 0.002693 |
| xor gates and xnor gates | 7 | 7 | 0.007967 |
| adders and majority gates | 2 | 2 | 0.002244 |
| buffers and inverters | 24 | 142 | 0.01369 |
| DFF | 297 | 297 | 0.7986 |
| latches | 2 | 2 | 0.002693 |
| muxes | 96 | 96 | 0.1629 |
| and+or+nand+nor | 21 | 21 | 0.009200 |
## flip-flops by register name (all words and copies together), names as in the netlist
name / cells
queue: 256
dout: 32
head: 3
state: 3
tail: 3
empty: 1
full: 1
## synthesized netlist by cell type (all sizes together)
cell,n,area share
a22o,1,0.00079
a31o,1,0.00079
buf,15,0.011
clkbuf,4,0.0013
dfrtp,2,0.0045
dfstp,1,0.0024
dlxtn,2,0.0027
edfxtp,294,0.79
ha,2,0.0022
inv,5,0.0017
mux2,32,0.032
mux4,64,0.13
nand2,3,0.0010
nand2b,2,0.0011
nand4,2,0.0011
nor2,7,0.0024
nor2b,4,0.0022
nor3,3,0.0013
o22ai,2,0.0011
xnor2,2,0.0016
xnor3,2,0.0040
xor2,3,0.0024
## per-layer routing
metal	vias to the layer above	share of wire	track usage
met5	-	0.00064	0
met4	2	0.016	0.01866
met3	31	0.15	0.08986
met2	287	0.47	0.1841
met1	2426	0.36	0.1418
li1	2110	-	-
## worst paths after layout
| kind | startpoint | to | slack [ps] | depth (start not counted) |
|---|---|---|---|---|
| hold reg to reg | state[0]$_DFF_PN1_ | state[0]$_DFF_PN1_ | 500 | 2 |
| min in group asynchronous | rstn | state[1]$_DFF_PN0_ | 1070 | 1 |
| setup reg to reg | head[1]$_DFFE_PP_ | dout[22]$_DFFE_PP_ | 4390 | 3 |
| hold / removal | state[0]$_DFF_PN1_ | state[0]$_DFF_PN1_ | 500 | 2 |
| setup / recovery | enq | queue[1][4]$_DFFE_PP_ | 3980 | 5 |
| max in group asynchronous | rstn | state[0]$_DFF_PN1_ | 5800 | 1 |
## tightest hold or removal path, delay by kind of cell (launching register included)
| family | cells | cell delay [ps] |
|---|---|---|
| AOI/OAI and AO/OA | 1 | 70 |
| buffers and inverters | 1 | 50 |
| DFF | 1 | 380 |
## power by group through the flow
stage,Sequential (W),Combinational (W),Clock [W]
after CTS,0.00212,0.000442,0.00163
after global routing,0.00213,0.000471,0.00170
final,0.00212,0.000429,0.00158
Power and IR drop assume default switching activity.
